==> ./design.v <==
module cpu #(
    parameter unsigned CLOCK_DIVIDER = 12
) (
    input logic clock_i,
    input logic reset_i,
    input logic [7:0] data_i,
    input logic data_valid_i,
    output logic [7:0] data_o,
    output logic [15:0] address_o,
    output logic bus_read_o,
    output logic bus_write_o
);
  logic [7:0] clock_divider;
  logic clock_ready;
  always_ff @(posedge clock_i) begin
    if (reset_i == 1) begin
      clock_ready   <= 0;
      clock_divider <= 0;
    end else if (clock_divider == CLOCK_DIVIDER - 1) begin
      clock_divider <= 0;
      clock_ready   <= 1;
    end else begin
      clock_divider <= clock_divider + 1;
      clock_ready   <= 0;
    end
  end
  logic [ 7:0] accumulator;
  logic [ 7:0] index_x;
  logic [ 7:0] index_y;
  logic [ 7:0] program_counter_high;
  logic [ 7:0] program_counter_low;
  logic [ 7:0] stack_pointer;
  logic [ 7:0] status;
  logic [ 2:0] instruction_stage;
  logic [ 7:0] adder_hold;
  logic [ 7:0] address_high;
  logic [ 7:0] address_low;
  logic [ 7:0] current_instruction;
  logic [ 7:0] data_output;
  logic [15:0] incremented_program_counter;
  assign incremented_program_counter = {program_counter_high, program_counter_low} + 1;
  logic [2:0] next_instruction_stage;
  logic [7:0] alu_input_a;
  logic [7:0] alu_input_b;
  logic [7:0] alu_result;
  logic [7:0] alu_result_status;
  logic [2:0] alu_op;
  logic [7:0] data_status;
  logic [7:0] next_accumulator;
  logic [7:0] next_adder_hold;
  logic [7:0] next_address_high;
  logic [7:0] next_address_low;
  logic [7:0] next_index_x;
  logic [7:0] next_index_y;
  logic [7:0] next_instruction;
  logic [7:0] next_output_data;
  logic [7:0] next_program_counter_high;
  logic [7:0] next_program_counter_low;
  logic [7:0] next_stack_pointer;
  logic [7:0] next_status;
  logic new_carry;
  logic alu_result_to_adder_hold;
  logic alu_status_to_status;
  logic bus_read;
  logic bus_write;
  logic data_status_to_status;
  logic increment_pc_to_address;
  logic increment_pc_to_pc;
  always_comb begin
    next_accumulator = accumulator;
    next_adder_hold = adder_hold;
    next_address_high = address_high;
    next_address_low = address_low;
    next_index_x = index_x;
    next_index_y = index_y;
    next_instruction = current_instruction;
    next_output_data = data_output;
    next_program_counter_high = program_counter_high;
    next_program_counter_low = program_counter_low;
    next_stack_pointer = stack_pointer;
    next_status = status;
    next_instruction_stage = instruction_stage;
    alu_result_to_adder_hold = 0;
    alu_status_to_status = 0;
    bus_read = 0;
    bus_write = 0;
    data_status_to_status = 0;
    increment_pc_to_address = 0;
    increment_pc_to_pc = 0;
    alu_input_a = 0;
    alu_input_b = 0;
    alu_op = 0;
    case (instruction_stage)
      0: begin
        if (data_valid_i) begin
          next_instruction_stage = 1;
          next_instruction = data_i;
          case (data_i)
            8'hEA, 8'hAA, 8'hA8, 8'h8A, 8'h98, 8'h9A, 8'hBA, 8'h38, 8'h18: begin
            end
            default begin
              increment_pc_to_pc = 1;
              increment_pc_to_address = 1;
              bus_read = 1;
            end
          endcase
        end
        case (current_instruction)
          8'h69, 8'hE9, 8'h29, 8'h09, 8'h49, 8'h6D,
          8'hED, 8'hCD, 8'h2D, 8'h4D, 8'h0D: begin
            next_accumulator = adder_hold;
          end
          default: begin
          end
        endcase
      end
      1: begin
        case (current_instruction)
          8'hEA, 8'h38, 8'h18: begin
            next_instruction_stage = 0;
            increment_pc_to_pc = 1;
            increment_pc_to_address = 1;
            bus_read = 1;
            case (current_instruction)
              8'h38: next_status[0] = 1;
              8'h18: next_status[0] = 0;
              default: ;
            endcase
          end
          8'hA9, 8'hA2, 8'hA0: begin
            if (data_valid_i) begin
              next_instruction_stage = 0;
              increment_pc_to_pc = 1;
              increment_pc_to_address = 1;
              bus_read = 1;
              data_status_to_status = 1;
              case (current_instruction)
                8'hA9: next_accumulator = data_i;
                8'hA2: next_index_x = data_i;
                8'hA0: next_index_y = data_i;
                default: ;
              endcase
            end
          end
          8'h85: begin
            if (data_valid_i) begin
              next_instruction_stage = 2;
              next_address_low = data_i;
              next_address_high = 0;
              next_output_data = accumulator;
              bus_write = 1;
            end
          end
          8'h69, 8'hE9, 8'hC9, 8'h29, 8'h49, 8'h09: begin
            if (data_valid_i) begin
              next_instruction_stage = 0;
              increment_pc_to_pc = 1;
              increment_pc_to_address = 1;
              bus_read = 1;
              case (current_instruction)
                8'h69: alu_op = 0;
                8'hE9: alu_op = 1;
                8'hC9: alu_op = 3;
                8'h29: alu_op = 4;
                8'h49: alu_op = 5;
                8'h09: alu_op = 6;
                default: ;
              endcase
              alu_input_a = accumulator;
              alu_input_b = data_i;
              alu_result_to_adder_hold = 1;
              alu_status_to_status = 1;
            end
          end
          8'hA5, 8'hA6, 8'hA4: begin
            if (data_valid_i) begin
              next_instruction_stage = 2;
              next_address_high = 0;
              next_address_low = data_i;
              bus_read = 1;
            end
          end
          8'hB5, 8'hA1: begin
            if (data_valid_i) begin
              next_instruction_stage = 2;
              alu_op = 2;
              alu_input_a = index_x;
              alu_input_b = data_i;
              alu_result_to_adder_hold = 1;
            end
          end
          8'hAD, 8'h6D, 8'hED, 8'hCD, 8'h2D, 8'h4D,
          8'h0D: begin
            if (data_valid_i) begin
              next_instruction_stage = 2;
              next_adder_hold = data_i;
              increment_pc_to_address = 1;
              bus_read = 1;
            end
          end
          8'h4C: begin
            if (data_valid_i) begin
              next_instruction_stage = 2;
              next_program_counter_low = data_i;
              increment_pc_to_address = 1;
              bus_read = 1;
            end
          end
          8'hAA, 8'hA8, 8'h8A, 8'h98, 8'h9A, 8'hBA: begin
            next_instruction_stage = 0;
            increment_pc_to_pc = 1;
            increment_pc_to_address = 1;
            bus_read = 1;
            case (current_instruction)
              8'hAA: next_index_x = accumulator;
              8'hA8: next_index_y = accumulator;
              8'h8A: next_accumulator = index_x;
              8'h98: next_accumulator = index_y;
              8'h9A: next_stack_pointer = index_x;
              8'hBA: next_index_x = stack_pointer;
              default: ;
            endcase
          end
          default begin
          end
        endcase
      end
      2: begin
        case (current_instruction)
          8'hA5, 8'hA6, 8'hA4: begin
            next_instruction_stage = 0;
            increment_pc_to_pc = 1;
            increment_pc_to_address = 1;
            bus_read = 1;
            data_status_to_status = 1;
            case (current_instruction)
              8'hA5: next_accumulator = data_i;
              8'hA6: next_index_x = data_i;
              8'hA4: next_index_y = data_i;
              default: begin
              end
            endcase
          end
          8'hB5: begin
            next_instruction_stage = 3;
            next_address_low = adder_hold;
            next_address_high = 0;
            bus_read = 1;
          end
          8'hA1: begin
            next_instruction_stage = 3;
            next_address_low = adder_hold;
            next_address_high = 0;
            bus_read = 1;
            alu_op = 2;
            alu_input_b = 1;
            alu_input_a = adder_hold;
            alu_result_to_adder_hold = 1;
          end
          8'h85: begin
            next_instruction_stage = 0;
            increment_pc_to_pc = 1;
            increment_pc_to_address = 1;
            bus_read = 1;
          end
          8'hAD, 8'h6D, 8'hED, 8'hCD, 8'h2D, 8'h4D,
          8'h0D: begin
            if (data_valid_i) begin
              next_instruction_stage = 3;
              next_address_low = adder_hold;
              next_address_high = data_i;
              increment_pc_to_pc = 1;
              bus_read = 1;
            end
          end
          8'h4C: begin
            if (data_valid_i) begin
              next_instruction_stage = 0;
              next_program_counter_high = data_i;
              next_address_low = program_counter_low;
              next_address_high = data_i;
              bus_read = 1;
            end
          end
          default begin
          end
        endcase
      end
      3: begin
        case (current_instruction)
          8'hAD: begin
            if (data_valid_i) begin
              next_instruction_stage = 0;
              increment_pc_to_pc = 1;
              increment_pc_to_address = 1;
              next_accumulator = data_i;
              bus_read = 1;
            end
          end
          8'h6D, 8'hED, 8'hCD, 8'h2D, 8'h4D, 8'h0D: begin
            if (data_valid_i) begin
              next_instruction_stage = 0;
              increment_pc_to_pc = 1;
              increment_pc_to_address = 1;
              bus_read = 1;
              case (current_instruction)
                8'h6D: alu_op = 0;
                8'hED: alu_op = 1;
                8'hCD: alu_op = 3;
                8'h2D: alu_op = 4;
                8'h4D: alu_op = 5;
                8'h0D: alu_op = 6;
                default: ;
              endcase
              alu_input_a = accumulator;
              alu_input_b = data_i;
              alu_result_to_adder_hold = 1;
              alu_status_to_status = 1;
            end
          end
          8'hB5: begin
            next_instruction_stage = 0;
            increment_pc_to_pc = 1;
            increment_pc_to_address = 1;
            bus_read = 1;
            data_status_to_status = 1;
            case (current_instruction)
              8'hB5: next_accumulator = data_i;
              default: ;
            endcase
          end
          8'hA1: begin
            next_instruction_stage = 4;
            next_address_low = adder_hold;
            next_address_high = 0;
            bus_read = 1;
            next_adder_hold = data_i;
          end
          default begin
          end
        endcase
      end
      4: begin
        case (current_instruction)
          8'hA1: begin
            next_instruction_stage = 5;
            next_address_low = adder_hold;
            next_address_high = data_i;
            bus_read = 1;
          end
          default begin
          end
        endcase
      end
      5: begin
        case (current_instruction)
          8'hA1: begin
            next_instruction_stage = 0;
            increment_pc_to_pc = 1;
            increment_pc_to_address = 1;
            bus_read = 1;
            next_accumulator = data_i;
          end
          default begin
          end
        endcase
      end
      6: begin
        if (data_valid_i == 1) begin
          next_instruction_stage = 7;
          next_program_counter_low = data_i;
          next_address_high = 8'hFF;
          next_address_low = 8'hFD;
          bus_read = 1;
        end
      end
      7: begin
        if (data_valid_i == 1) begin
          next_instruction_stage = 0;
          next_program_counter_high = data_i;
          next_address_low = program_counter_low;
          next_address_high = data_i;
          bus_read = 1;
        end
      end
      default begin
      end
    endcase
    data_status = 0;
    data_status[1] = (data_i == 0);
    data_status[7] = data_i[7];
    alu_result = 0;
    alu_result_status = 0;
    new_carry = 0;
    case (alu_op)
      2: begin
        alu_result = alu_input_a + alu_input_b;
      end
      0: begin
        {new_carry, alu_result} = {1'b0, alu_input_a} +
            {1'b0, alu_input_b} +
            {8'b0, status[0]};
        alu_result_status = status;
        alu_result_status[0] = new_carry;
        alu_result_status[7] = alu_result[7];
        alu_result_status[1] = (alu_result == 0);
        alu_result_status[6] = 0;
      end
      1: begin
        {new_carry, alu_result} = {1'b0, alu_input_a} +
            {1'b0, ~alu_input_b} +
            {8'b0,~status[0]};
        alu_result_status = status;
        alu_result_status[0] = new_carry;
        alu_result_status[7] = alu_result[7];
        alu_result_status[1] = (alu_result == 0);
        alu_result_status[6] = 0;
      end
      3: begin
        {new_carry, alu_result} = {1'b0, alu_input_a} + {1'b0, alu_input_b} + {9'b000000001};
        alu_result_status = status;
        alu_result_status[0] = new_carry;
        alu_result_status[7] = alu_result[7];
        alu_result_status[1] = (alu_result == 0);
        alu_result_status[6] = 0;
      end
      4, 5, 6: begin
        case (alu_op)
          4: alu_result = alu_input_a & alu_input_b;
          5: alu_result = alu_input_a ^ alu_input_b;
          6: alu_result = alu_input_a | alu_input_b;
          default: ;
        endcase
        alu_result_status = status;
        alu_result_status[7] = alu_result[7];
        alu_result_status[1] = (alu_result == 0);
      end
      default begin
      end
    endcase
    if (alu_status_to_status) begin
      next_status = alu_result_status;
    end
    if (data_status_to_status) begin
      next_status = data_status;
    end
    if (increment_pc_to_address) begin
      next_address_low  = incremented_program_counter[7:0];
      next_address_high = incremented_program_counter[15:8];
    end
    if (increment_pc_to_pc) begin
      next_program_counter_low  = incremented_program_counter[7:0];
      next_program_counter_high = incremented_program_counter[15:8];
    end
    if (alu_result_to_adder_hold) begin
      next_adder_hold = alu_result;
    end
  end
  always_ff @(posedge clock_i) begin
    if (reset_i == 1) begin
      instruction_stage <= 6;
      bus_read_o <= 1;
      address_low <= 8'hFC;
      address_high <= 8'hFF;
      accumulator <= 0;
      index_x <= 0;
      index_y <= 0;
      stack_pointer <= 0;
      status <= 8'b00110100;
    end else if (clock_ready == 1) begin
      accumulator <= next_accumulator;
      adder_hold <= next_adder_hold;
      address_high <= next_address_high;
      address_low <= next_address_low;
      bus_read_o <= bus_read;
      bus_write_o <= bus_write;
      current_instruction <= next_instruction;
      data_output <= next_output_data;
      index_x <= next_index_x;
      index_y <= next_index_y;
      instruction_stage <= next_instruction_stage;
      program_counter_high <= next_program_counter_high;
      program_counter_low <= next_program_counter_low;
      stack_pointer <= next_stack_pointer;
      status <= next_status;
    end
  end
  assign address_o = {address_high, address_low};
  assign data_o = data_output;
endmodule : cpu
==> ./run.sh <==
#!/bin/bash
# OpenROAD 26Q1-2900-gdf79404cd8, Yosys 0.63+post, stock flow scripts
make -C /OpenROAD-flow-scripts/flow DESIGN_CONFIG=/design/flow/config.mk WORK_HOME=/design/flow/orfs finish
==> ./config.mk <==
export PLATFORM = sky130hd
export DESIGN_NAME = cpu
export DESIGN_NICKNAME = cpu
export VERILOG_FILES = /design/flow/design.v
export SDC_FILE = /design/flow/constraint.sdc
export NUM_CORES = 4
export LEC_CHECK = 1
export CORE_UTILIZATION = 50
==> ./constraint.sdc <==
current_design cpu

set clk_period 11.0
set clk_io_pct 0.2

create_clock -name clk0 -period $clk_period [get_ports {clock_i}]

set non_clock_inputs [all_inputs -no_clocks]
set_input_delay [expr $clk_period * $clk_io_pct] -clock clk0 $non_clock_inputs
set_output_delay [expr $clk_period * $clk_io_pct] -clock clk0 [all_outputs]
==> results.yml <==
# synthesis and place-and-route metrics
logic_synthesis:
  synth_seq_share_pct: 31.0
  ys.flop_type: "dfxtp_1"
  most_common_cell: "nor2_1"
  ys_cells: 987
  synth.largest_area_cell: "dfxtp_1"
  top_area_share_pct: 16.2
  synth.distinct_cells: 94
  synth-edff-count: 41
  yosys_area_um2: 8300
  top_cells_by_area: "dfxtp_1, edfxtp_1, a21oi_1"
  numSynthFlops: 108
  syn_inst: 987
  synth_warnings: 1
  top_cells_by_count: "nor2_1, nand2_1, a21oi_1"
  async_flop_share_pct: 0
  synthesis.area_um2: 8300
  syn_area_per_cell_um2: 8.41
power:
  internal_power_mw: 0.591
  seqPwrFrac_pct: 52.9
  leakage_nw: 3.21
  combPwrFrac_pct: 4.5
  powerDensity_nw_per_um2: 86.6
  ir_drop_mv: 0.113
  power_switching_mw: 0.193
  power.share.clock_pct: 42.7
  swShare_pct: 24.7
min_path:
  hold_path_class: "flip-flop to flip-flop"
final_timing:
  clock.fmax_ghz: 0.153
  worstMarginPinSlew_ps: 943
  tns_ps: 0
  slew_viol_final: 0
  finalSetupViolations: 0
  finalCritPeriodShare_pct: 59.6
  hold_slack_ps: 454
  post-route-min-period_ps: 6550
  rsz0062_at_grt: "false"
  skew_ps: 11.1
  maxSlewHeadroom_pct: 36.4
  finalHoldViolations: 0
route:
  dr.first_iter.drc_count: 825
  dr.pass1.iters: 7
  drt_wl_total_mm: 26.9
  wire_per_inst_um: 22.3
  vias_per_cell: 6.48
  drc: 0
  num_antenna_cells: 0
  ant_nets: 0
  num_vias: 7813
place:
  place.gp.congestion: 0.974
  numPortBuffers: 36
  placedCellCount: 1190
  dpl_cell_area_um2: 8760
  dp_hpwl_mm: 19.1
die:
  fp.coreArea_um2: 16100
  rows: 46
  initial_utilization_pct: 51.7
  io_pins: 37
  fp.dieW_um: 131
  dieHeight_um: 131
  chipArea_um2: 17100
clock_tree:
  cts_buffers: 9
  cts.clk_slew.worst_paths_ps: 90
  cts_root_buf: "clkbuf_16"
  worstSkewPairLatency_ps: 370
  cts_hold_buffers: 0
  cts_buffer_depth: 2
  htreeDepth: 3
  cts_setup_buffers: 0
  cts_tree: "built"
  cts_resized: 0
  clkSinkCount: 108
global_route:
  grt_pass1_wl_mm: 41.7
  groute.usage.overall_pct: 33.7
  grt_pass1_vias: 7230
  antenna_found_initial: 0
  overflow: 0
  grt_max_degree: 63
cells_and_area:
  fillers: 1406
  stdcell_area_um2: 9060
  stdcell_count: 1206
  synthToLayoutAreaGrowth_pct: 9.18
  drive_gt1_share_pct: 9.09
outcome:
  status: "complete, no violations"
job:
  openroad.warnings: 41
  max_cap_viol_count: 0
critical_path:
  arrival_ps: 6680
  setup.worst_path.end_class: "flip-flop"
  crit_chain: "clkdlybuf4s50_1 > buf_4 > nor2b_1 > and3_1 > o21ai_0 > o21ai_1 > a21o_1 > ha_1 > fa_1 > xor2_1 > nand2_1 > nor3_1 > xor2_1 > a222oi_1 > nor2_1 > o32a_1"
  worstPathMaxFanout: 36
  path_common_cell: "xor2_1"
  crit_slowest_cell: "clkdlybuf4s50_1"
  crit_required_ps: 11130
  cp-start-kind: "primary input"
  max_stage_delay_ps: 460
  critical_path_class: "primary input to flip-flop"
==> routing by layer <==
layer / global-route usage [%] / part of all wire [%]
met3: 5.85 / 7.7
met2: 50.3 / 45
met1: 50.7 / 44
met5: 0 / 0
met4: 12.0 / 3.9
==> final timing paths <==
path / start / to / slack (ps) / cells past startpoint
hold / removal: clock_divider[0] / clock_divider[0] / 450 / 1
hold reg to reg: clock_divider[0] / clock_divider[0] / 450 / 1
setup / recovery: data_valid_i / adder_hold[4] / 4450 / 16
setup reg to reg: current_instruction[0] / adder_hold[4] / 5990 / 14
==> power groups by stage <==
stage     combinational [mW]  sequential, mW  clock, mW
4_1_cts               0.0343           0.415      0.339
6_report              0.0350           0.415      0.335
5_1_grt               0.0370           0.415      0.353
==> through the flow <==
stage               utilization (%)  total power, mW  setup WS (ps)
finish                         56.4            0.784           4450
global route                   56.4            0.806           4110
CTS                            56.4            0.788           4550
detailed placement             54.6            0.458           4180
global placement               54.6            0.458           4270
floorplan                         -            0.443           5150
==> layout by cell type (no fill, tap or decap), types with 4 or more instances in the layout <==
cell             instances
mux2i_1                 38
a21o_1                  13
nand2_1                 94
inv_1                   37
xnor2_1                 18
mux2_2                  10
a21oi_1                 86
a31oi_1                  9
or2_2                    5
a221o_1                 21
clkbuf_16                9
xor2_1                  18
o21a_1                   6
a221oi_1                11
a22oi_1                 25
fa_1                     4
buf_4                   22
nor2_1                 102
nand2b_1                 9
o211ai_1                16
and2_1                  13
o21ai_1                  7
ha_1                    28
o21ai_0                 37
nand3_1                 46
o21bai_1                 6
clkdlybuf4s50_1         35
a211oi_1                 9
nor2b_1                  9
and3_1                   8
nor3_1                  13
nand4_1                  6
dfxtp_1                 67
a211o_1                  6
edfxtp_1                41
==> critical path, delay by kind of cell <==
| kind | cells | cell delay (ps) |
|---|---|---|
| buf+inv | 2 | 830 |
| simple gates | 5 | 1180 |
| compound gates | 5 | 1370 |
| fa+ha+maj | 2 | 490 |
| xor+xnor | 2 | 580 |
==> flip-flops by register name, summed over array words and instances, names as in the netlist, 8 cells and up <==
name	flops
accumulator	8
adder_hold	8
address_high	8
address_low	8
clock_divider	8
current_instruction	8
data_output	8
index_x	8
index_y	8
instruction_stage	8
program_counter_high	8
program_counter_low	8
stack_pointer	8
==> cells by family after synthesis <==
family | share of synthesized area (%)
mux | 5.94
compound gates | 27.2
simple gates | 21.1
flops | 31.0
buf+inv | 5.67
xor+xnor | 3.80
fa+ha+maj | 5.31
==> area by class of cell <==
| cell class | instances | area (um^2) | area share (%) |
|---|---|---|---|
| Sequential cell | 108 | 2570 | 28.4 |
| Clock inverter | 6 | 57.6 | 0.635 |
| Inverter | 37 | 139 | 1.53 |
| Multi-Input combinational cell | 771 | 5260 | 58.1 |
| Tap cell | 216 | 270 | 2.98 |
| Timing Repair Buffer | 58 | 520 | 5.75 |
| Clock buffer | 10 | 239 | 2.64 |
Power figures rest on the tool's default switching activity, not on a simulated workload.
